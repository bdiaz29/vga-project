File: ./config.mk
export PLATFORM = sky130hd
export DESIGN_NAME = vgaNumProject
export DESIGN_NICKNAME = vgaNumProject
export VERILOG_FILES = /design/flow/design.v
export SDC_FILE = /design/flow/constraint.sdc
export NUM_CORES = 4
export LEC_CHECK = 1
export CORE_UTILIZATION = 50
File: ./constraint.sdc
current_design vgaNumProject

set clk_period 2.3
set clk_io_pct 0.2

create_clock -name clk0 -period $clk_period [get_ports {clk}]

set non_clock_inputs [all_inputs -no_clocks]
set_input_delay [expr $clk_period * $clk_io_pct] -clock clk0 $non_clock_inputs
set_output_delay [expr $clk_period * $clk_io_pct] -clock clk0 [all_outputs]
File: ./design.v
module vgaNumProject(clk,VS,HS,red,green,blue,r,g,b,vFree,hFree,inc,JA);
output [3:0] JA;
assign JA[0]=VS;
assign JA[1]=HS;
assign JA[2]=hFree&&vFree;
assign JA[3]=hFree&&vFree&&numfree;
reg[11:0] count;
reg[4:0] testR,testG,testB;
always@(posedge tst)
begin
count=count+1;
end
always
begin
testR=count[4:0];
testG=count[7:5];
testB=count[11:8];
end
input [0:0] clk;
input inc;
input [3:0] r,g,b;
output  VS,HS,hFree,vFree;
output reg [3:0] red,green,blue;
reg [3:0] free;
reg [3:0] number;
wire numfree;
wire numfreeA,numfreeB;
wire [10:0] x,y;
wire tst;
assign numfree=numfreeA||numfreeB;
always
begin
free[0]=hFree&&vFree&&numfree;
free[1]=hFree&&vFree&&numfree;
free[2]=hFree&&vFree&&numfree;
free[3]=hFree&&vFree&&numfree;
red=r&free;
green=g&free;
blue=b&free;
end
vgaPulse H(pixelClk,21'd96,21'd144,21'd784,21'd800,HS,hFree,x);
vgaPulse V(HS,21'd2,21'd35,21'd515,21'd525,VS,vFree,y);
clockDiv pixelClock(clk,32'd4,pixelClk);
clockDiv testClock(pixelClk,32'd10,tst);
numberBlock blockA(5,x,y,numfreeA,300,380,15,15);
numberBlock blockB(9,x,y,numfreeB,200,280,30,30);
always@(posedge inc)
begin
number=number+1;
end
endmodule
module vgaPulse(clk,stage1,stage2,stage3,endStage,syncPulse,free,position);
reg [12:0] count;
reg inc;
reg[10:0] posCount;
output [10:0] position;
assign position=posCount;
input [21:0] stage1,stage2,stage3,endStage;
input clk;
reg S0,S1,S2,S3;
output  syncPulse,free;
assign free=fr;
assign syncPulse=sp;
reg fr,sp;
always
begin
inc=(count>endStage);
S0<=(((count>21'd0)||(count==21'd0))&&(count<stage1)||(count==endStage));
S1<=(((count>stage1)||(count==stage1))&&(count<stage2));
S2<=(((count>stage2)||(count==stage2))&&(count<stage3));
S3<=(((count>stage3)||(count==stage3))&&(count<endStage));
end
always@(negedge clk)
begin
fr<=S2;
sp<=S1||S2||S3;
end
always@(posedge clk)
begin
case(free)
0:posCount=0;
1:posCount=posCount+1;
endcase
case(inc)
1:count=0;
0:count=count+1;
endcase
end
endmodule
module clockDiv(clk,div,out);
output reg out;
input clk;
input [31:0] div;
reg [31:0] count;
reg inc;
reg outhold;
reg max;
always begin inc=(count>max); max=div>>1;end
always@(posedge clk)
begin
case(inc)
1:begin count=0; out=~out; end
0:begin count=count+1; end
endcase
end
endmodule
module numberBlock(num,x,y,out,xOffset,yOffset,xScale,yScale);
input  [3:0] num;
input  [10:0] x,y;
input [10:0] xOffset,yOffset,xScale,yScale;
output out;
reg blockout;
reg blockC1,blockC2,blockC3,blockC4,blockC5;
reg blockB1,blockB2,blockB3,blockB4,blockB5;
reg blockA1,blockA2,blockA3,blockA4,blockA5;
reg allblock;
reg [10:0] column1,column2,column3;
reg [10:0] row1,row2,row3,row4,row5;
always
begin
 column1=xOffset+xScale+1;
 column2=xOffset+xScale+xScale+1;
 column3=xOffset+xScale+xScale+xScale+1;
 row1=yOffset+yScale+1;
 row2=yOffset+yScale+yScale+1;
 row3=yOffset+yScale+yScale+yScale+1;
 row4=yOffset+yScale+yScale+yScale+yScale+1;
 row5=yOffset+yScale+yScale+yScale+yScale+yScale+1;
end
assign out=blockout;
always 
begin
blockA1=(x>xOffset)&&(x<=column1)&&(y>yOffset)&&(y<=row1);
blockA2=(x>xOffset)&&(x<=column1)&&(y>row1)&&(y<=row2);
blockA3=(x>xOffset)&&(x<=column1)&&(y>row2)&&(y<=row3);
blockA4=(x>xOffset)&&(x<=column1)&&(y>row3)&&(y<=row4);
blockA5=(x>xOffset)&&(x<=column1)&&(y>row4)&&(y<=row5);
blockB1=(x>column1)&&(x<=column2)&&(y>yOffset)&&(y<=row1);
blockB2=(x>column1)&&(x<=column2)&&(y>row1)&&(y<=row2);
blockB3=(x>column1)&&(x<=column2)&&(y>row2)&&(y<=row3);
blockB4=(x>column1)&&(x<=column2)&&(y>row3)&&(y<=row4);
blockB5=(x>column1)&&(x<=column2)&&(y>row4)&&(y<=row5);
blockC1=(x>column2)&&(x<=column3)&&(y>yOffset)&&(y<=row1);
blockC2=(x>column2)&&(x<=column3)&&(y>row1)&&(y<=row2);
blockC3=(x>column2)&&(x<=column3)&&(y>row2)&&(y<=row3);
blockC4=(x>column2)&&(x<=column3)&&(y>row3)&&(y<=row4);
blockC5=(x>column2)&&(x<=column3)&&(y>row4)&&(y<=row5);
allblock=(x>xOffset)&&(x<=column3)&&(y>yOffset)&&(y<=row5);
end
always 
begin
case (num) 
    0:blockout=allblock&&(~(blockB2||blockB3||blockB4));
    1:blockout=blockB1||blockB2||blockB3||blockB4||blockB5;
    2:blockout=allblock&&(~(blockA2||blockB2||blockB4||blockC4));
    3:blockout=allblock&&(~(blockA2||blockB2||blockA4||blockB4));
	4:blockout=allblock&&(~(blockB1||blockB2||blockA4||blockA5||blockB4||blockB5));
	5:blockout=allblock&&(~(blockB2||blockC2||blockA4||blockB4));
	6:blockout=allblock&&(~(blockB1||blockC1||blockB2||blockC2||blockB4));
	7:blockout=blockA1||blockB1||blockC1||blockC2||blockC3||blockC4||blockC5;
	8:blockout=allblock&&(~(blockB2||blockB4));
	9:blockout=allblock&&(~(blockB2||blockA4||blockB4||blockA5||blockB5));
    10:blockout=blockB1;
    11:blockout=blockB1||blockA1;
    12:blockout=blockB1||blockA2;
    13:blockout=blockB1||blockA3;
    14:blockout=blockA1||blockA4;
    15:blockout=blockA1||blockA5;
endcase 
end
endmodule
File: ./run.sh
#!/bin/bash
# OpenROAD 26Q1-2900-gdf79404cd8, Yosys 0.63+post, stock flow scripts
make -C /OpenROAD-flow-scripts/flow DESIGN_CONFIG=/design/flow/config.mk WORK_HOME=/design/flow/orfs finish
==> flow_summary.ini <==
; synthesis and place-and-route metrics
[outcome]
status = finished clean

[setup_path]
cp.required_ns = 1.84
end_kind = output pin
critical_path_class = input port to output pin
path_max_fanout = 1
crit_path_start_kind = input port
arrival_ns = 1.58

[die]
rows = 31
die_h_um = 89.48
fp_util_pct = 52.19
dieWidth_um = 89.48
die-area_mm2 = 0.008006
coreArea_mm2 = 0.007331
ioPinCount = 34

[yosys]
yosys.area.top_type = dfxtp_1
synth_warnings = 15
synth.area.top_cells = dfxtp_1 (44%), ha_1 (4.3%), and2_1 (3.9%)
edf_count = 1
synth_flops = 85
ys_seq_share_pct = 44.74
syn-cell-area_mm2 = 0.003826
synthArstFlopShare_pct = 0
ys_chip_area_mm2 = 0.003826
syn_inst = 412
synth_top_flop_cell = dfxtp_1
avgSynthCellArea_um2 = 9.287
yosysCellCount = 412
synth_top_area_share_pct = 43.95
ys_types = 59

[timing]
period_needed_ns = 2.037
unclocked_pins = 52
untimed_endpoints = 54
slew_headroom_pct = 49.15
tns_ns = 0
fin_crit_sh_pct = 88.57
setup_viol = 0
rsz0062_at_grt = false
worstMarginPinSlew_ns = 0.7618
skew_ns = 0.0004653
setup_slack_ns = 0.2629
timing.fmax_mhz = 490.9
finalHoldViolations = 0
drv_slew = 0

[job]
cap_viol_max_count = 0
tool_warnings = 67

[detailed_routing]
antennaDiodeCount = 0
route.detailed.drc = 0
vias = 2825
drt_iter0_markers = 171
wl_mm = 6.201
wl_per_cell_um = 11.11
antenna_left = 0
dr.pass1.iters = 5
via_per_inst = 5.063

[grt]
grt_pass1_vias = 2322
antenna_found_initial = 0
grt.total_usage_pct = 16.57
grt_max_degree = 28
overflow = 0
grt_pass1_wl_mm = 10.26

[final_layout]
area_growth_pct = 12.95
layout-drive-gt1-share_pct = 5.229
finalInstanceArea_mm2 = 0.004322

[clock_tree]
cts-root-buf = clkbuf_8
ctsResizeCount = 0
cts_tree = built
clk_latency_ns = 0.24
cts_buffer_depth = 2
cts_inserted_buffers = 5
clk_pin_slew_ns = 0.05
hold_buffers = 0
postCtsSetupBuffers = 0
htree_levels = 2

[place]
gp_congestion = 0.8813
place_area_mm2 = 0.004242
pre_cts_slack_ns = 0.2666
portBuffers = 32
hpwlAfterDp_mm = 4.558

[power]
total_power_w = 0.0009715
powerDensity_mw_per_mm2 = 224.8
power.ir.vdd_worst_v = 0.0005637
p_leak_nw = 1.706

[hold_path]
hp-class = flop to flop
## area by class of cell
type	count	area (µm²)
clock buffer	8	80.08
fill	647	3009
inverter	17	63.81
multi-input combinational	316	2014
sequential	85	1712
tap	99	123.9
timing repair buffer	33	327.8
## worst max-delay path, stage by stage
cell and delay, ns:
clkdlybuf4s50_1 0.45, a21boi_0 0.17, clkdlybuf4s50_1 0.49
## path summary, 6_finish.rpt
check,endpoint,cells after the start,slack [ns],from
worst min register to register,pixelClock.count[0],1,0.45,pixelClock.count[0]
worst max-delay path,blue[3],3,0.26,b[3]
worst min-delay path,pixelClock.count[0],1,0.45,pixelClock.count[0]
worst max register to register,pixelClock.out,3,0.76,pixelClock.count[17]
## state kept, by name, summed over array words and instances, names as in the netlist
name,cells
H.sp,1
V.count,13
V.fr,1
H.posCount,11
V.sp,1
pixelClock.out,1
V.posCount,11
H.fr,1
pixelClock.count,32
H.count,13
## metal layers
| metal | routed length (µm) | vias to the layer above | part of all wire (%) | track usage, % |
|---|---|---|---|---|
| li1 | - | 1485 | - | - |
| met1 | 3277 | 1281 | 53 | 26.68 |
| met2 | 2670 | 55 | 43 | 26.16 |
| met3 | 229 | 4 | 3.7 | 1.966 |
| met4 | 23 | 0 | 0.37 | 0.8658 |
| met5 | 0 | - | 0 | 0 |
## cells by family (layout without fill, tap and decap cells)
logic type	count (synthesis)	in the layout	synth area share [%]
DFF	85	85	44.74
xor gates and xnor gates	33	33	7.554
buffers and inverters	45	58	5.951
other	1	35	0.09801
and+or+nand+nor	166	166	23.15
adders and majority gates	13	13	4.251
AOI/OAI and AO/OA	69	69	14.26
## power breakdown
group          switching [W]  total (W)  internal (W)
logic             0.00000807  0.0000308     0.0000227
registers         0.00000608   0.000610      0.000604
clock network       0.000120   0.000331      0.000211
total               0.000134   0.000971      0.000837
## per-stage QoR
stage	hold slack, ns	utilization [%]	instances
3_3_place_gp	0.4312	57.86	550
3_5_place_dp	0.4464	57.86	550
5_1_grt	0.4892	58.95	558
4_1_cts	0.4584	58.95	558
2_1_floorplan	0.4173	-	446
6_report	0.4532	58.95	558
## synthesized netlist by cell type, types with 7 or more instances
cell type	instances
a21boi_2	9
a21oi_1	7
and2_1	24
and3_1	9
buf_2	8
clkbuf_1	8
dfxtp_1	84
ha_1	13
inv_1	17
nand2_1	20
nand3_1	20
nand4_1	7
nor2_1	40
nor3_1	12
nor4_1	9
o21ai_0	12
xnor2_1	16
xor2_1	17
## placed cells by master, fill, tap and decap left out, types with 3 or more instances in the layout
master,count
dfxtp_1,84
nor2_1,40
conb_1,35
clkdlybuf4s50_1,32
and2_1,24
nand2_1,20
nand3_1,20
inv_1,17
xor2_1,17
xnor2_1,16
ha_1,13
nor3_1,12
o21ai_0,12
nor4_1,9
and3_1,9
a21boi_2,9
a21oi_1,7
nand4_1,7
a31oi_1,5
clkbuf_8,5
o211ai_1,4
nor2b_1,4
a211o_1,3
or3_1,3
and4_1,3
or4_1,3
o2111ai_1,3
nor4b_1,3
a21boi_0,3
clkbuf_1,3
Power is estimated from default activity; no workload was simulated.
